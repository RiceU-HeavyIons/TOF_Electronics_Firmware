$ cat design/flow/run.sh
#!/bin/bash
# OpenROAD 26Q1-2900-gdf79404cd8, Yosys 0.63+post, stock flow scripts
make -C /OpenROAD-flow-scripts/flow DESIGN_CONFIG=/design/flow/config.mk WORK_HOME=/design/flow/orfs finish
$ cat design/flow/config.mk
export PLATFORM = sky130hd
export DESIGN_NAME = write_control
export DESIGN_NICKNAME = write_control
export VERILOG_FILES = /design/flow/design.v
export SDC_FILE = /design/flow/constraint.sdc
export NUM_CORES = 4
export LEC_CHECK = 1
export CORE_AREA = 10 10 109 109
export DIE_AREA = 0 0 119 119
$ cat design/flow/constraint.sdc
current_design write_control

set clk_period 2.2
set clk_io_pct 0.2

create_clock -name clk0 -period $clk_period [get_ports {clk}]

set non_clock_inputs [all_inputs -no_clocks]
set_input_delay [expr $clk_period * $clk_io_pct] -clock clk0 $non_clock_inputs
set_output_delay [expr $clk_period * $clk_io_pct] -clock clk0 [all_outputs]
$ cat design/flow/design.v
`timescale 1ns / 1ps
module write_control
  (
   input wire L1,
   input wire L2,
   input wire reset,
   input wire clk,
   input wire trig_L0,
   input wire readout_end,
   output wire [7:0] address,
   output wire write_en,
   output wire [7:0] address_L0
   );
   reg [3:0] state, next_state;
   reg [7:0] counter;
   parameter [3:0] idle = 4'b0000;
   parameter [3:0] start = 4'b0001;
   parameter [3:0] wait_L2 = 4'b0010;
   parameter [3:0] lock = 4'b0100;
   parameter [3:0] wait_readout = 4'b1000;
   reg [7:0] address_copy;
   always @(negedge reset or posedge clk)
     begin
	if(~reset) begin 
	   state <= idle;
	   address_copy <= 8'h0;
	end
	else begin
	   state <= next_state;
	   if(write_en&trig_L0) address_copy <= counter;
	end
     end
   reg [14:0] con;
   always @ (posedge clk) if(state == wait_readout) con = con + 1; else con = 15'h0;
   always @(L1 or L2 or state or trig_L0 or con)
     begin
	case (state)
	  idle :  if(~L1) next_state <= start; else next_state <= idle;
	  start : next_state <= wait_L2;
	  wait_L2 :  	if(~L2) next_state <= lock; else  next_state <= wait_L2;
	  lock : begin next_state <= wait_readout; end
	  wait_readout : if(con[14]) next_state <= idle; else next_state <= wait_readout;
	  default : next_state <= idle;
	endcase
     end
   always @ (negedge reset or posedge clk) 
     begin
	if(~reset) counter <= 8'h0;
	else if(write_en) 	counter <= counter + 1;	
	else 	counter <= counter;
     end
   assign write_en = (state == idle) ? 1'b1 : 1'b0;
   assign address = counter;
   assign address_L0 = address_copy;
endmodule
==> COMMIT_EDITMSG <==
Store results of the implementation flow

- The run finished with clean final reports.
- Dominant cell area share: 34.45%
- Die area: 0.01416 mm^2
- Static Leakage: 0.0007553 uW
- The number of warnings reported in the stage logs is 26.
- Count of hold-fix buffers inserted at cts: 0
- Per the detail_route report, routed wire per instance is 9.197 um.
- From bottom edge to top edge, the die measures 119 um.
- Count of library flops with an enable pin: 0
- Post-detailed-route DRC marker count: 0
- Top cells by count: 20 x sky130_fd_sc_hd__dfrtp_1, 15 x sky130_fd_sc_hd__dfxtp_1, 10 x sky130_fd_sc_hd__nand2_1, 8 x sky130_fd_sc_hd__a21oi_1, 7 x sky130_fd_sc_hd__mux2_1
- Per the post-synthesis stats, the area per cell is 11.35 um^2.
- The layout summary lists the proportion of cells stronger than drive strength 1 as 8.974%.
- The stat command in Yosys gives a chip area of 0.001453 mm^2.
- The worst setup path is launched from a flop.
- Final Routed Wirelength: 2.658 mm
- Pin count of the biggest net entering global routing: 22
* Complex-gate fraction of the synthesized area: 6.891%
* Library cell used as clock root buffer: sky130_fd_sc_hd__clkbuf_8
- Hold wc startpoint: state[2]$_DFF_PN0_
* Fraction of power consumed by the clock network: 39.4%
- Combinational logic is responsible for 7.6% of the overall power.
- Yosys shows that the main logic family after synthesis is simple AND/OR/NAND/NOR gates.
* Diode insertion count for antenna repair: 0
- Per the timing report, the achievable frequency comes out to 535.2 MHz.
- Per the repair_timing log after CTS, setup buffers inserted total 0.
- After detailed routing, the number of vias per cell comes to 3.495.
- In the synthesized netlist the dominant register cell turns out to be sky130_fd_sc_hd__dfrtp_1.
- Crit path buffers/inverters: 1
- Count of mapped cells out of synthesis: 128
* Setup crit start: state[0]$_DFF_PN1_
* Number of placement rows: 36
- Post-CTS Resized: 0
* First-pass GRT wire length: 4.685 mm
* Biggest area consumer among synthesized cells: sky130_fd_sc_hd__dfrtp_1
- Clock slew at reported path FFs: 70 ps
* Half-perimeter wire length after detailed placement: 1.934 mm
- Worst voltage drop across the vdd grid: 207.0 uV
- Max-cap violations in this run came to 0.
- The longest clock path from root to sink contains 2 buffers.
- The final report lists the setup-violating endpoint count as 0.
* Final Hold Viols: 0
* Max H-tree Level: 2
* Final Slew Violations: 0
- The number of global-route vias before repair is 964.
* Clock tree from TritonCTS: yes
* Number of buffer cells added on primary ports: 21
- AND/OR/NAND/NOR Cells, Area Fraction: 18.17%
* Area fraction in full adders, half adders and majority gates: 1.723%
* TNS Setup: 0 ps
* Number of antenna violations at the first check in global routing: 0
- Cell area after placement: 0.001828 mm^2
- After synthesis, the share of flip-flops with an asynchronous set or reset is 58.33%.
- Number of storage elements in the synthesis netlist: 36
* Dominant cell by count in the synthesized netlist: sky130_fd_sc_hd__dfrtp_1
- Measured against its own limit, the worst slew margin works out to 74.95%.
* Critical path, cell by cell: clkdlybuf4s50_1
- In this run the horizontal extent of the chip is 119 um.
* Total of warnings raised by yosys: 1
- On the final layout, the worst hold slack is 427.9 ps.
- Sequential-to-total area share from yosys stat: 56.93%
- According to the hold report, the worst path is of the flop to flop type.
- Final period util: 84.93%
* End point of the most critical hold path: state[1]$_DFF_PN0_
* Distinct lib cells used: 30
* Sort of element at the end of the critical path: output port
* Antenna violation net count after detailed routing: 0
* RSZ-0062 raised after global routing: no
- Xor/xnor cell area share of the yosys netlist: 6.029%
* Number of CTS-inserted buffers: 5
- STA puts the critical path data arrival time at 1430 ps.
- The final weighted congestion recorded by global placement is 0.7350.
- Power density relative to cell area: 737.3 mW/mm^2
* Worst reg-to-reg path cell count: 4
- Iter 0 DRT Violations: 63
- Switching part of the total: 23.14%
- Register share of total power: 53.0%
- Total clock sinks: 36
- The script extracted a net switching power of 330.3 uW.
- In the power breakdown, the internal column shows 1097 uW.
- The data required time reported for the critical path is 1760 ps.
- Across all layers, the routed design uses 1010 vias.
- Between clock sinks in the finished design, the worst skew comes to 2.469 ps.
- 23 I/O pins were placed.
- The worst-case reg-to-reg setup slack stands at 630 ps.
* Post-layout min period: 1868 ps
- As reported, the later end of the worst-skew pair has a clock insertion delay of 280 ps.
* Fraction of synthesized area in multiplexers: 8.355%
- Before antenna repair, the detailed router went through 4 iterations.
- # Cells Yosys: 128
- Fill cells in the final layout number 1072.
- Initial cell density of the core: 15.07%
* Endpoint of the worst-slack reg-to-reg timing path: con[14]$_SDFF_PN0_
- The number of cells on the worst hold path is listed as 1.
- Per the OpenROAD floorplan log, the area of the core is 0.009639 mm^2.
- The global routing report lists combined usage of all routing layers as 3.767%.
* Family with the most delay on the worst path: flip-flops
- Ranked by total cell area, the synthesized netlist is headed by sky130_fd_sc_hd__dfrtp_1 34%, sky130_fd_sc_hd__dfxtp_1 21%, sky130_fd_sc_hd__mux2_1 5.4%.
- Among all stages on the critical path, the largest delay is contributed by sky130_fd_sc_hd__dfstp_2.
* Crit path largest cell delay: 630 ps
- Largest fanout on the critical path: 10
- STA lists the startpoint of the worst register-to-register path as con[0]$_SDFF_PN0_.
- Post-synthesis instance area: 0.001453 mm^2
* WS Path Type: flop to output port
- Worst slew pin tran: 372.3 ps
- The total overflow left after global routing is 0.
- Final design area excluding fillers: 0.001936 mm^2
- Area grow syn2layout: 33.25%
==> state kept, by name (all words and copies together), names as in the netlist <==
| name | count |
|---|---|
| address_copy | 8 |
| con | 15 |
| counter | 8 |
| state | 5 |
==> power by group through the flow <==
| stage | registers, uW | logic [uW] | clock network [uW] |
|---|---|---|---|
| after global routing | 766 | 124 | 612 |
| after CTS | 757 | 113 | 581 |
| final | 756 | 109 | 563 |
==> kinds of logic (layout without fill, tap and decap cells) <==
logic type / after synthesis / count (layout)
AOI/OAI and AO/OA: 17 / 17
xor gates and xnor gates: 10 / 10
adders and majority gates: 2 / 2
buffers and inverters: 7 / 35
DFF: 36 / 36
muxes: 11 / 11
and+or+nand+nor: 45 / 45
==> worst reg2reg max path, delay by kind of cell (launching register included) <==
kind	cells	cell delay, ps
and+or+nand+nor	2	620
DFF	1	410
adders and majority gates	1	250
muxes	1	220
==> per-layer routing <==
| metal | wire length [um] | track usage, % | share of wire [%] |
|---|---|---|---|
| met1 | 1227 | 5.111 | 46 |
| met2 | 1253 | 5.947 | 47 |
| met3 | 102 | 0.9113 | 3.8 |
| met4 | 74 | 0.9160 | 2.8 |
| met5 | 0 | 0 | 0 |
==> stage by stage <==
step	total power, uW	std cells	util, %	setup WS (ps)
after floorplan	821.2	128	-	794.6
after detailed placement	883.2	281	18.96	520.1
after global placement	879.4	281	18.96	546.7
final	1427	289	20.08	331.5
after global routing	1502	289	20.08	278.8
after CTS	1451	289	20.08	307.7
==> cells in the final DEF (no fill, tap or decap), types with 2 or more instances in the layout <==
cell and n:
sky130_fd_sc_hd__clkdlybuf4s50_1 21, sky130_fd_sc_hd__dfrtp_1 20, sky130_fd_sc_hd__dfxtp_1 15, sky130_fd_sc_hd__nand2_1 10
sky130_fd_sc_hd__a21oi_1 8, sky130_fd_sc_hd__mux2_1 7, sky130_fd_sc_hd__nand4_1 6, sky130_fd_sc_hd__xnor2_1 6
sky130_fd_sc_hd__nor2_1 6, sky130_fd_sc_hd__o31ai_1 5, sky130_fd_sc_hd__or4_1 5, sky130_fd_sc_hd__clkbuf_8 5
sky130_fd_sc_hd__inv_1 4, sky130_fd_sc_hd__nand3_1 4, sky130_fd_sc_hd__xor2_1 4, sky130_fd_sc_hd__nand2b_1 3
sky130_fd_sc_hd__o21ai_0 3, sky130_fd_sc_hd__or3_1 3, sky130_fd_sc_hd__nor2b_1 2, sky130_fd_sc_hd__mux2_2 2
sky130_fd_sc_hd__nor4_1 2, sky130_fd_sc_hd__mux2i_1 2, sky130_fd_sc_hd__ha_1 2
==> how the worst max path moves through the flow <==
stage,endpoint,slack [ps],cells after the start
after CTS,write_en,310,1
after global routing,write_en,280,1
final,write_en,330,1
==> layout make-up <==
type	count	area [um^2]	share of cell area, %
clock buffers	6	72.57	3.749
clock inverters	2	35.03	1.810
inverters	5	18.77	0.9696
multi-input cells	85	598.1	30.90
flip-flops and latches	36	827.0	42.73
well taps	133	166.4	8.597
repair buffers	22	217.7	11.25
No activity file was given, so power comes from the tool's default toggle rates.
