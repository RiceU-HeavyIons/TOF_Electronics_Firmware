==> run.sh <==
#!/bin/bash
# OpenROAD 26Q1-2900-gdf79404cd8, Yosys 0.63+post, stock flow scripts
make -C /OpenROAD-flow-scripts/flow DESIGN_CONFIG=/design/flow/config.mk WORK_HOME=/design/flow/orfs finish
==> config.mk <==
export PLATFORM = sky130hd
export DESIGN_NAME = rcui2c_top
export DESIGN_NICKNAME = rcui2c_top
export VERILOG_FILES = /design/flow/design.v
export SDC_FILE = /design/flow/constraint.sdc
export NUM_CORES = 4
export LEC_CHECK = 1
export CORE_UTILIZATION = 30
==> constraint.sdc <==
current_design rcui2c_top

set clk_period 3.4
set clk_io_pct 0.2

create_clock -name clk0 -period $clk_period [get_ports {clk_40m}]

set non_clock_inputs [all_inputs -no_clocks]
set_input_delay [expr $clk_period * $clk_io_pct] -clock clk0 $non_clock_inputs
set_output_delay [expr $clk_period * $clk_io_pct] -clock clk0 [all_outputs]
==> design.v <==
`timescale 1ns / 1ps
module rcu_signal_filter(clk_40m, rcu_scl_i, rcu_sda_in_i, rcu_scl, rcu_sda_in);
   input clk_40m;
   input rcu_scl_i;
   input rcu_sda_in_i;
   output rcu_scl;
   output rcu_sda_in;
   wire   clk_40m;
   wire   rcu_scl_i;
   wire   rcu_sda_in_i;
   reg 	  rcu_scl;
   reg 	  rcu_sda_in;
   always @(posedge clk_40m)
     begin
	rcu_scl <= rcu_scl_i;
	rcu_sda_in <= rcu_sda_in_i;
     end
endmodule
`timescale 1ns / 1ps
module rcui2c_fsm
  (
   reset, 
   clk_40m, 
   start_flag, 
   slave_ack_flag, 
   card_addr, 
   card_addr_reg, 
   state, 
   tx_data_req, 
   rx_data_ready, 
   rcui2c_busy_flag
   );
   input reset;
   input clk_40m;
   input start_flag;
   input [5:0] slave_ack_flag;
   input [4:0] card_addr;
   input [6:0] card_addr_reg;
   output [8:0] state;
   output 	tx_data_req;
   output 	rx_data_ready;
   output 	rcui2c_busy_flag;
   wire 	reset;
   wire 	clk_40m;
   wire 	start_flag;
   wire [5:0] 	slave_ack_flag;
   wire [4:0] 	card_addr;
   wire [6:0] 	card_addr_reg;
   reg [8:0] 	state;
   reg 		tx_data_req;
   reg 		rx_data_ready;
   reg 		rcui2c_busy_flag;
   reg [8:0] 	next_state;
   wire 	addr_match_flag;
   assign 	addr_match_flag = (card_addr_reg[5:1] == card_addr)||(card_addr_reg[6]&&(~card_addr_reg[0]));
   parameter [8:0] idle = 9'b0_0000_0001;
   parameter [8:0] card_addr_rx_state = 9'b0_0000_0010;
   parameter [8:0] slave_ack_state = 9'b0_0000_0100;
   parameter [8:0] reg_addr_rx_state = 9'b0_0000_1000;
   parameter [8:0] rx_data_state = 9'b0_0001_0000;
   parameter [8:0] tx_data_state = 9'b0_0010_0000;
   parameter [8:0] master_ack_state = 9'b0_0100_0000;
   parameter [8:0] master_no_ack_state = 9'b0_1000_0000;
   parameter [8:0] stop_state = 9'b1_0000_0000;
   always @(negedge reset or negedge clk_40m)
     begin
	if(~reset)begin
	   rcui2c_busy_flag = 1'b0;
	   tx_data_req = 1'b0;
	   rx_data_ready = 1'b0;
	   next_state = idle;
	end else begin
	   case(state)
	     idle : 	begin
		tx_data_req = 1'b0;
		rx_data_ready = 1'b0;
		rcui2c_busy_flag = 1'b0;						
		next_state = start_flag ? card_addr_rx_state : idle;						
	     end
	     card_addr_rx_state :
	       begin						
		  tx_data_req = 1'b0;
		  rx_data_ready = 1'b0;
		  rcui2c_busy_flag = 1'b0;
		  case(slave_ack_flag)
		    6'h00,6'h01,6'h02,6'h03,6'h04,6'h05,6'h06,6'h07 : 
		      next_state = card_addr_rx_state;
		    6'h08 : next_state = addr_match_flag ? slave_ack_state : idle; 
		    default: next_state = idle;
		  endcase
	       end
	     slave_ack_state :
	       begin
		  tx_data_req = 1'b0;
		  rx_data_ready = 1'b0;
		  rcui2c_busy_flag = 1'b1;
		  case(slave_ack_flag)						
		    6'h09 : next_state = reg_addr_rx_state; 
		    6'h12 : next_state = card_addr_reg[0]? tx_data_state : rx_data_state;										
		    6'h1b : next_state = rx_data_state;
		    6'h24 : begin 
		       next_state = stop_state;
		    end
		    6'h11 :  begin 
		       tx_data_req = card_addr_reg[0];
		       next_state = slave_ack_state;
		    end
		    6'h08,6'h1a : next_state = slave_ack_state;
		    6'h23 : begin
		       rx_data_ready = 1'b1;
		       next_state = slave_ack_state;
		    end
		    default : next_state = idle; 
		  endcase
	       end										
	     reg_addr_rx_state :
	       begin
		  tx_data_req = 1'b0;
		  rx_data_ready = 1'b0;
		  rcui2c_busy_flag = 1'b1;
		  case(slave_ack_flag)
		    6'h9,6'h0a,6'h0b,6'h0c,6'h0d,6'h0e,6'h0f,6'h10 : 
		      next_state = reg_addr_rx_state;
		    6'h11 :  begin
		       next_state = slave_ack_state;
		       tx_data_req = card_addr_reg[0]; 
		    end						
		    default : next_state = idle;
		  endcase
	       end
	     rx_data_state :
	       begin
		  tx_data_req = 1'b0;
		  rx_data_ready = 1'b0;
		  rcui2c_busy_flag = 1'b1;
		  case(slave_ack_flag)
		    6'h12,6'h13,6'h14,6'h15,6'h16,6'h17,6'h18,6'h19 : 
		      next_state = rx_data_state;						
		    6'h1a : next_state = slave_ack_state;
		    6'h1b,6'h1c,6'h1d,6'h1e,6'h1f,6'h20,6'h21,6'h22 : 
		      next_state = rx_data_state;
		    6'h23 :	next_state = slave_ack_state;	
		    default :next_state = idle;
		  endcase
	       end
	     tx_data_state :
	       begin
		  tx_data_req = 1'b0;
		  rx_data_ready = 1'b0;
		  rcui2c_busy_flag = 1'b1;
		  case(slave_ack_flag)
		    6'h12,6'h13,6'h14,6'h15,6'h16,6'h17,6'h18,6'h19 : 
		      next_state = tx_data_state;						
		    6'h1a : next_state = master_ack_state;
		    6'h1b,6'h1c,6'h1d,6'h1e,6'h1f,6'h20,6'h21,6'h22 : 
		      next_state = tx_data_state;
		    6'h23 :	next_state = master_no_ack_state;
		    default :next_state = idle;
		  endcase
	       end			
	     master_ack_state	:
	       begin
		  tx_data_req = 1'b0;
		  rx_data_ready = 1'b0;
		  rcui2c_busy_flag = 1'b1;
		  case(slave_ack_flag)
		    6'h1a : next_state = master_ack_state;
		    6'h1b : next_state = tx_data_state;
		    default : next_state = idle;
		  endcase
	       end						
	     master_no_ack_state :
	       begin
		  tx_data_req = 1'b0;
		  rx_data_ready = 1'b0;
		  rcui2c_busy_flag = 1'b1;
		  case(slave_ack_flag)
		    6'h23 : next_state = master_no_ack_state;
		    6'h24 : next_state = stop_state;
		    default : next_state = idle;
		  endcase
	       end
	     stop_state : 
	       begin
		  tx_data_req = 1'b0;
		  rx_data_ready = 1'b0;
		  rcui2c_busy_flag = 1'b1;
		  case(slave_ack_flag)
		    6'h24 : begin 
		       next_state = stop_state;
		    end
		    default : next_state = idle;
		  endcase
	       end
	     default :begin 
		next_state = idle;
	     end
	   endcase
	end
     end
   always @(negedge reset or posedge clk_40m)
     begin
	if(~reset) begin
	   state <= idle;
	end else begin
	   state <= next_state;
	end
     end
endmodule
`timescale 1ns / 1ps
module rcui2c_rx
  (reset, 
   rcu_scl, 
   rcu_sda_in, 
   state, 
   slave_ack_flag,
   card_addr_reg,
   reg_addr_reg,
   rx_data_out);
   input reset;
   input rcu_scl;
   input rcu_sda_in;
   input [8:0] state;
   output [5:0] slave_ack_flag;
   output [6:0] card_addr_reg;
   output [7:0] reg_addr_reg;
   output [15:0] rx_data_out;	 
   wire 	 reset;
   wire 	 rcu_scl;
   wire 	 rcu_sda_in;
   wire [8:0] 	 state;
   wire [5:0] 	 slave_ack_flag;
   reg [6:0] 	 card_addr_reg;
   reg [7:0] 	 reg_addr_reg;
   reg [15:0] 	 rx_data_out; 
   reg [5:0] 	 sda_in_counter;
   parameter [8:0] idle = 9'b0_0000_0001;
   parameter [8:0] card_addr_rx_state = 9'b0_0000_0010;
   parameter [8:0] slave_ack_state = 9'b0_0000_0100;
   parameter [8:0] reg_addr_rx_state = 9'b0_0000_1000;
   parameter [8:0] rx_data_state = 9'b0_0001_0000;
   parameter [8:0] tx_data_state = 9'b0_0010_0000;
   parameter [8:0] master_ack_state = 9'b0_0100_0000;
   parameter [8:0] master_no_ack_state = 9'b0_1000_0000;
   parameter [8:0] stop_state = 9'b1_0000_0000;
   assign 	   slave_ack_flag = sda_in_counter;
   always @(negedge reset or posedge rcu_scl)
     begin : RX_OUTPUT_LOGIC  
	if(~reset) begin
	   sda_in_counter <= 6'b0;
	   card_addr_reg <= 7'b0;
	   reg_addr_reg <= 8'b0;
	   rx_data_out <= 16'b0;
	end else begin  
	   case(state)
	     idle : 	begin
		sda_in_counter <= 6'b0;
	     end
	     card_addr_rx_state : begin
		sda_in_counter <= sda_in_counter + 6'b1;
		card_addr_reg <= card_addr_reg << 1;
		card_addr_reg[0] <= rcu_sda_in;										
	     end
	     slave_ack_state : begin
		sda_in_counter <= sda_in_counter + 6'b1;
	     end
	     reg_addr_rx_state : begin
		sda_in_counter <= sda_in_counter + 6'b1;
		reg_addr_reg <= reg_addr_reg << 1;
		reg_addr_reg[0] <= rcu_sda_in;										
	     end
	     rx_data_state : begin
		sda_in_counter <= sda_in_counter + 6'b1;
		rx_data_out <= rx_data_out << 1;
		rx_data_out[0] <= rcu_sda_in;
	     end
	     tx_data_state : begin
		sda_in_counter <= sda_in_counter + 6'b1;
	     end
	     master_ack_state : begin
		sda_in_counter <= rcu_sda_in ? 6'h24 : (sda_in_counter+6'b1);
	     end
	     master_no_ack_state : begin
		sda_in_counter <= (~rcu_sda_in) ? 6'h24 : (sda_in_counter+6'b1);
	     end
	     stop_state : 	begin
		sda_in_counter <= 6'b0;
	     end
	     default: 	begin
		sda_in_counter <= 6'b0;
	     end	
	   endcase
	end 
     end 
endmodule
`timescale 1ns / 1ps
module rcui2c_top
  (reset,
   clk_40m,
   rcu_scl_i,
   rcu_sda_in_i,
   tx_data_in,
   card_addr,
   tx_data_req,
   rx_data_out,
   rx_data_ready,
   rcu_sda_out,
   reg_addr_reg,
   rcui2c_busy_flag);
   input reset;
   input clk_40m; 
   input rcu_scl_i;
   input rcu_sda_in_i;
   input [15:0] tx_data_in;
   input [4:0] 	card_addr;
   output 	tx_data_req;
   output [15:0] rx_data_out;
   output 	 rx_data_ready;
   output 	 rcu_sda_out;
   output [7:0]  reg_addr_reg;
   output 	 rcui2c_busy_flag;
   wire 	 reset;
   wire 	 clk_40m;
   wire 	 rcu_scl_i;
   wire 	 rcu_sda_in_i;
   wire [15:0] 	 tx_data_in;
   wire [4:0] 	 card_addr;
   wire 	 tx_data_req;
   wire [15:0] 	 rx_data_out;
   wire 	 rx_data_ready;
   wire 	 rcu_sda_out;
   wire [7:0] 	 reg_addr_reg;
   wire 	 rcui2c_busy_flag;
   wire 	 rcu_scl;
   wire 	 rcu_sda_in;
   wire 	 start_flag;
   wire [5:0] 	 slave_ack_flag;
   wire [6:0] 	 card_addr_reg;
   wire [8:0] 	 state;
   start_flag_gen  U1
     (.rcu_scl(rcu_scl),
      .rcu_sda_in(rcu_sda_in),
      .start_flag(start_flag)
      );
   rcui2c_fsm	U2
     (.reset(reset), 
      .clk_40m(clk_40m), 
      .start_flag(start_flag), 
      .slave_ack_flag(slave_ack_flag), 
      .card_addr(card_addr), 
      .card_addr_reg(card_addr_reg), 
      .state(state), 
      .tx_data_req(tx_data_req), 
      .rx_data_ready(rx_data_ready), 
      .rcui2c_busy_flag(rcui2c_busy_flag));
   rcui2c_rx	U3
     (.reset(reset), 
      .rcu_scl(rcu_scl), 
      .rcu_sda_in(rcu_sda_in), 
      .state(state), 
      .slave_ack_flag(slave_ack_flag), 
      .card_addr_reg(card_addr_reg), 
      .reg_addr_reg(reg_addr_reg), 
      .rx_data_out(rx_data_out));
   rcui2c_tx	U4
     (.reset(reset), 
      .rcu_scl(rcu_scl), 
      .state(state), 
      .tx_data_in(tx_data_in), 
      .rcu_sda_out(rcu_sda_out) 
      );
   rcu_signal_filter U5
     (.clk_40m(clk_40m), 
      .rcu_scl_i(rcu_scl_i), 
      .rcu_sda_in_i(rcu_sda_in_i), 
      .rcu_scl(rcu_scl), 
      .rcu_sda_in(rcu_sda_in));						
endmodule
`timescale 1ns / 1ps
module rcui2c_tx
  (reset,
   rcu_scl,
   state,
   tx_data_in,
   rcu_sda_out);
   input reset;
   input rcu_scl;
   input [8:0] state;
   input [15:0] tx_data_in;
   output 	rcu_sda_out;
   wire 	reset;
   wire 	rcu_scl;
   wire [8:0] 	state;
   wire [15:0] 	tx_data_in;
   reg 		rcu_sda_out;
   reg [16:0] 	tx_data_buf;
   parameter [8:0] idle = 9'b0_0000_0001;
   parameter [8:0] card_addr_rx_state = 9'b0_0000_0010;
   parameter [8:0] slave_ack_state = 9'b0_0000_0100;
   parameter [8:0] reg_addr_rx_state = 9'b0_0000_1000;
   parameter [8:0] rx_data_state = 9'b0_0001_0000;
   parameter [8:0] tx_data_state = 9'b0_0010_0000;
   parameter [8:0] master_ack_state = 9'b0_0100_0000;
   parameter [8:0] master_no_ack_state = 9'b0_1000_0000;
   parameter [8:0] stop_state = 9'b1_0000_0000;
   always @(negedge reset or negedge rcu_scl)
     begin 
	if(~reset)begin
	   rcu_sda_out <= 1'b1;
	end else begin 
	   case(state)
	     idle :  begin
		rcu_sda_out <= 1'b1;
	     end
	     tx_data_state : begin
		rcu_sda_out <= tx_data_buf[16];
	     end								 
	     slave_ack_state : begin
	        rcu_sda_out <= 1'b0;
	     end
	     master_ack_state : begin
		rcu_sda_out <= 1'b1;
	     end
	     default : begin
		rcu_sda_out <= 1'b1;
	     end
	   endcase
	end 
     end 
   always @(posedge rcu_scl)
     if(~reset) begin
	tx_data_buf <= 17'b0;
     end else if(state == slave_ack_state) begin 
	tx_data_buf <= {tx_data_in[15:8],1'b1,tx_data_in[7:0]};
     end else begin
	tx_data_buf <= tx_data_buf <<1;
     end
endmodule
`timescale 1ns / 1ps
module start_flag_gen
  (rcu_scl,
   rcu_sda_in,
   start_flag);
   input rcu_scl;  
   input rcu_sda_in;  
   output start_flag;  
   wire   rcu_scl;
   wire   rcu_sda_in;	 
   reg 	  start_flag;
   always @(negedge rcu_scl or negedge rcu_sda_in) begin 
      if(~rcu_scl)begin
	 start_flag <= 1'b0;
      end else begin
	 start_flag <= 1'b1;
      end
   end
endmodule
==> results.txt <==
Implementation numbers.

- Setup repair after global routing could not meet its margin everywhere.
- Per the STA report, the cell with the highest stage delay on the worst path is sky130_fd_sc_hd__or4b_4.
- The worst-case IR drop observed on VDD is 0.1235 mV.
- The biggest cell delay along the critical path is 540 ps.
- For reference, the placement row count at floorplan is 39.
- The number of antenna violations at the first check in global routing is 0.
- Overall power consumption after layout is estimated at 0.9503 mW.
- Summing the sequential cell areas from Yosys gives 51.49% of the chip area.
- The static leakage is 2.053 nW.
- Of the total power, the clock network draws 27.7%.
- Total global-route track usage over all layers is 12.93%.
- 53 I/O pins were placed.
- With fillers left out, the area of the finished cells amounts to 0.004718 mm².
- CTS placed an instance of sky130_fd_sc_hd__clkbuf_16 at the clock tree root.
- After global routing the overflow that remains totals 0.
- TritonCTS built the clock tree.
- The internal power consumption is 0.6684 mW.
- The CTS buffer count is 3.
- The floorplan step set the die width to 112.5 µm.
- STA classifies the critical path startpoint as a flip-flop.
- In the floorplan report the effective utilization is 31.40%.
- According to the timing report, the critical path is launched from U2.state[3]$_DFF_PN0_.
- Dividing the detail-routed wire length by the instance count gives 13.74 µm.
- The via total after detailed routing is 2,732.
- Once iteration 0 of detailed routing completed, the report listed 115 DRC markers.
- The launching point of the worst reg2reg path is U2.state[3]$_DFF_PN0_.
- The first-pass GRT wire length is 13,070 µm.
- The timer found 56 register pins that no clock reaches; their paths are not timed.
- In this design, the critical path's most frequently occurring cell is sky130_fd_sc_hd__or4b_4.
- The post-synth count of flops with an enable pin is 0.
- The post-layout worst setup margin is -206.9 ps.
- The register ranked first by flip-flop count is U4.tx_data_buf.
- The stat command in Yosys gives a chip area of 0.003662 mm².
- The placement report lists the number of port buffers as 52.
- Max-slew check failures listed in the final report amount to 0.
- The area added between synthesis and finish is 28.84%.
- In the placement report, post-DP HPWL is listed as 5684 µm.
- The post-place instance area is 0.004526 mm².
- The run finished, with violations left.
- After floorplanning, the die was sized to cover 0.01265 mm².
- The slew check shows that the tightest pin keeps a relative margin of 51.67%.
- The area fraction of the dominant cell type after synthesis is 30.75%.
- The checks that failed: negative setup slack.
- A synthesized cell averages 10.68 µm².
- The number of unique standard cell types used by synthesis is 53.
- Along the critical path, the tally of buffer and inverter instances is 1.
- The total of warnings raised by yosys is 5.
- Cells with a size suffix above 1 make up 20.62% of the layout.
- The skew report gives the latency at the later pin of the worst-skew pair as 330 ps.
- STA puts the critical path data required time at 1840 ps.
- Nets still carrying antenna violations after routing amount to 0.
- The flip-flop count of the largest register after layout is 17.
- Logged for this run, the post-placement worst setup slack is -528.3 ps.
- The main area contributors are sky130_fd_sc_hd__dfrtp_1 31%, sky130_fd_sc_hd__dfxtp_1 10%, sky130_fd_sc_hd__dfrtn_1 8.2%.
- The most used flip-flop cell is sky130_fd_sc_hd__dfrtp_1.
- The timing report gives the clock slew at the launch and capture registers of the worst setup and hold paths as 60 ps.
- Summed over all instances, the cell type with the most area after synthesis is sky130_fd_sc_hd__dfrtp_1.
- The number of global-route vias before repair is 2,587.
- Looking at the setup timing report, the critical path kind is reg2reg.
- The slew at the pin closest to its max-slew limit is 720.1 ps.
- The post-synthesis cell count from yosys is 343.
- The number of maximum-capacitance violations is 0.
- For reference, the final report shows the hold violation count at 0.
- The post-synthesis sequential element count is 79.
- For the final routed database, the setup TNS stands at -828.8 ps.
- The final weighted congestion recorded by global placement is 0.9194.
- The sum of routed wire length over all layers is 7694 µm.
- Data on the critical path arrives at its endpoint at 2040 ps.
- The maximum clock path buffer count is 2.
- Counting flops with an async set or reset pin after synthesis yields a share of 75.95%.
- The switching part of the total power is 29.66%.
- CTS built an H-tree with a depth of 1.
- The core area is 0.01166 mm².
- For this run, the number of standard cells in the final layout without fillers is 560.
- The setup slack on the worst flop-to-flop path is -210 ps.
- The number of setup violations in the final report is 6.
- STA lists the maximum fanout along the critical path as 3.
- The power share of the combinational group is 33.4%.
- The final antenna diode count is 0.
- Broken down by cell family, the worst path's largest delay share belongs to simple AND/OR/NAND/NOR gates.
- Entering global routing, the biggest net connects 56 pins.
- The count of warning messages emitted by the tools is 33.
- The first TritonRoute pass finished after 4 iterations.
- 80 endpoints have no timing constraint.
- TritonRoute reported its final design rule violation total as 0.
- The kind of path behind the tightest hold check is in2async.
- The worst setup skew after layout is 81.00 ps.
- Per the placement report, the placed cell count is 551.
- The number of hold buffers added after CTS was 0.
- The die is 112.5 µm tall.
- The power density normalized to cell area is 201.4 mW/mm².
- The portion of total power attributed to sequential cells is 38.9%.
- The report lists the cells along the critical path as or4b_4 > or4b_4 > buf_6 > a21oi_2 > nor3_2.
- The gate count of the mapped netlist is 343.
- The synthesized area is 0.003662 mm².
- The switching power summed over all nets is 0.2818 mW.
- In the routed layout, each cell is associated on average with a via count of 4.879.
- The tightest hold path in the finished design has a slack of 378.7 ps.
- The largest registers in the layout are U4.tx_data_buf (17), U3.rx_data_out (16).
- The post-route utilization of the core is recorded as 40.46%.
- STA classifies the critical path endpoint as a flip-flop.
-- Yosys cell counts (7+ instances only) --
| cell type | count |
|---|---|
| sky130_fd_sc_hd__dfrtp_1 | 45 |
| sky130_fd_sc_hd__nand2_1 | 41 |
| sky130_fd_sc_hd__dfxtp_1 | 19 |
| sky130_fd_sc_hd__nor2_1 | 18 |
| sky130_fd_sc_hd__mux2_2 | 17 |
| sky130_fd_sc_hd__a21boi_1 | 15 |
| sky130_fd_sc_hd__mux2_1 | 15 |
| sky130_fd_sc_hd__a21oi_1 | 13 |
| sky130_fd_sc_hd__clkbuf_1 | 13 |
| sky130_fd_sc_hd__dfrtn_1 | 12 |
| sky130_fd_sc_hd__inv_1 | 11 |
| sky130_fd_sc_hd__nand3_1 | 8 |
| sky130_fd_sc_hd__nor3_1 | 7 |
| sky130_fd_sc_hd__o21ai_0 | 7 |
-- worst register-to-register path, delay by kind of cell, from the launching register on --
kind | cells | cell delay [ps]
compound gates | 1 | 130
buf+inv | 1 | 140
flops | 1 | 380
simple gates | 3 | 1130
-- final timing paths --
check                                                        to  depth (start not counted)
worst max-delay path               U2.rx_data_ready$_DFFE_NN0P_                          5
worst min-delay path                      U2.state[1]$_DFF_PN0_                          1
worst max register to register     U2.rx_data_ready$_DFFE_NN0P_                          5
worst min register to register  U2.rcui2c_busy_flag$_DFFE_NN0P_                          2
max in group asynchronous            U2.next_state[0]$_DFF_NN1_                          1
min in group clk0               U2.rcui2c_busy_flag$_DFFE_NN0P_                          2
-- per-layer routing --
metal	vias up	track usage, %	share of wire, %	wire length [µm]
li1	1357	-	-	-
met1	1316	21.95	51	3921
met2	52	19.50	45	3475
met3	7	0.8806	2.9	223
met4	0	0.9778	0.96	74
met5	-	0	0	0
-- kinds of logic after synthesis --
kind of cell    synth area share, %
xor+xnor                      2.631
compound gates                11.62
mux                           10.11
buf+inv                       3.724
simple gates                  18.28
fa+ha+maj                     2.050
flops                         51.49
other cells                  0.1024
-- power by group through the flow --
| stage | combinational, mW | clock, mW | sequential (mW) |
|---|---|---|---|
| 5_1_grt | 0.352 | 0.284 | 0.373 |
| 4_1_cts | 0.315 | 0.267 | 0.371 |
| 6_report | 0.318 | 0.263 | 0.370 |
-- layout by cell type, fill, tap and decap left out, types with 4 or more instances in the layout --
| master | netlist | layout |
|---|---|---|
| sky130_fd_sc_hd__clkdlybuf4s50_1 | 0 | 48 |
| sky130_fd_sc_hd__dfrtp_1 | 45 | 44 |
| sky130_fd_sc_hd__nand2_1 | 41 | 41 |
| sky130_fd_sc_hd__buf_4 | 0 | 33 |
| sky130_fd_sc_hd__dfxtp_1 | 19 | 18 |
| sky130_fd_sc_hd__nor2_1 | 18 | 18 |
| sky130_fd_sc_hd__mux2_2 | 17 | 17 |
| sky130_fd_sc_hd__mux2_1 | 15 | 15 |
| sky130_fd_sc_hd__a21boi_1 | 15 | 15 |
| sky130_fd_sc_hd__dfrtn_1 | 12 | 12 |
| sky130_fd_sc_hd__inv_1 | 11 | 11 |
| sky130_fd_sc_hd__a21oi_1 | 13 | 10 |
| sky130_fd_sc_hd__nand3_1 | 8 | 8 |
| sky130_fd_sc_hd__o21ai_0 | 7 | 7 |
| sky130_fd_sc_hd__xor2_1 | 6 | 6 |
| sky130_fd_sc_hd__nand3b_1 | 6 | 6 |
| sky130_fd_sc_hd__nand4_1 | 6 | 6 |
| sky130_fd_sc_hd__ha_1 | 6 | 6 |
| sky130_fd_sc_hd__nand2b_1 | 5 | 5 |
| sky130_fd_sc_hd__xnor2_1 | 5 | 5 |
| sky130_fd_sc_hd__nor3_1 | 7 | 5 |
| sky130_fd_sc_hd__buf_6 | 2 | 5 |
| sky130_fd_sc_hd__nor2b_1 | 4 | 4 |
| sky130_fd_sc_hd__nor4_1 | 4 | 4 |
| sky130_fd_sc_hd__nor3b_1 | 5 | 4 |
-- layout make-up --
type | count | area [µm²]
Clock buffer | 3 | 75.07
Clock inverter | 2 | 8.758
Fill cell | 1125 | 6944
Inverter | 10 | 37.54
Multi-Input combinational cell | 233 | 1714
Sequential cell | 79 | 1888
Tap cell | 143 | 178.9
Timing Repair Buffer | 90 | 815.8
-- timing repair --
action                     in CTS  in global routing
setup endpoints to repair      10                  8
gates resized                  13                  6
buffers inserted                3                  2
pin swaps                       4                  6
Power figures rest on the tool's default switching activity, not on a simulated workload.
