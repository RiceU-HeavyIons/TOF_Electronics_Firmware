[flow/run.sh]
#!/bin/bash
# OpenROAD 26Q1-2900-gdf79404cd8, Yosys 0.63+post, stock flow scripts
make -C /OpenROAD-flow-scripts/flow DESIGN_CONFIG=/design/flow/config.mk WORK_HOME=/design/flow/orfs finish
[flow/config.mk]
export PLATFORM = sky130hd
export DESIGN_NAME = altro_decode
export DESIGN_NICKNAME = altro_decode
export VERILOG_FILES = /design/flow/design.v
export SDC_FILE = /design/flow/constraint.sdc
export NUM_CORES = 4
export LEC_CHECK = 1
export CORE_AREA = 10 10 75 75
export DIE_AREA = 0 0 85 85
[flow/constraint.sdc]
current_design altro_decode

set clk_period 2.2
set clk_io_pct 0.2

create_clock -name clk0 -period $clk_period [get_ports {rclk}]

set non_clock_inputs [all_inputs -no_clocks]
set_input_delay [expr $clk_period * $clk_io_pct] -clock clk0 $non_clock_inputs
set_output_delay [expr $clk_period * $clk_io_pct] -clock clk0 [all_outputs]
[flow/design.v]
`timescale 1ns / 1ps
module altro_decode
  (
   input wire rclk,
   input wire cstb,
   input wire write,
   input wire reset,
   input wire [39:0] bd,
   input wire trsf,
   output wire ctrl_out,
   output wire oeab_h,
   output wire oeab_l,
   output wire oeba_h,
   output wire oeba_l,
   output wire data_out_sign,
   output wire [6:0] point_address,
   output wire ackn,
   output wire in_out,
   output wire [39:0] last_40bit,
   output reg readout_end
   );
   reg [7:0] state, next_state;
   parameter [7:0] idle = 8'b0000_0000;
   parameter [7:0] start = 8'b0000_0001;
   parameter [7:0] decode = 8'b0000_0010;
   parameter [7:0] decode_en = 8'b0000_0100;
   parameter [7:0] set_ackn = 8'b0000_1000;
   parameter [7:0] release_ackn = 8'b0001_0000;
   parameter [7:0] wait_out = 8'b0010_0000;
   parameter [7:0] data_out = 8'b0100_0000;
   parameter [7:0] stop = 8'b1000_0000;
   always @(negedge reset or posedge rclk)
     begin
	if(~reset) state <= idle;
	else	state <= next_state;
     end
   reg trsf_d;
   wire stop_out_sign;
   always @(posedge rclk) trsf_d = trsf ;
   assign stop_out_sign = trsf&(~trsf_d);
   reg [3:0] point_adr; 
   reg 	     branch;
   reg [2:0] chip_address;
   always @(cstb or state or stop_out_sign or bd or write or point_address)
     begin
	case (state)
	  idle : 
	    begin
	       if(~cstb) next_state <= start; else next_state <= idle;
	       readout_end <= 1'h0;
	    end
	  start : next_state <= decode;
	  decode : 
	    if({bd[38:37],bd[35:32],write,bd[24:20]} == 12'h01a) next_state <= decode_en; 
	    else  next_state <= idle;
	  decode_en : begin 
	     next_state <= set_ackn;
	     point_adr <= bd[28:25];
	     branch <= bd[36];
	     chip_address <= bd[31:29];
	  end
	  set_ackn : if(cstb) next_state <= release_ackn; else next_state <= set_ackn;
	  release_ackn : next_state <= wait_out;
	  wait_out : next_state <= data_out;
	  data_out : if(stop_out_sign) next_state <= stop; else next_state <= data_out;
	  stop : begin 
	     next_state <= idle; 
	     if(7'b1111111 == point_address) readout_end <= 1'h1; else readout_end <= 1'h0;
	  end
	  default : next_state <= idle;
	endcase
     end
   assign ctrl_out = ~(state[6]|state[3]);
   assign oeab_h = ~state[6];
   assign oeab_l = ~state[6];
   assign oeba_h = ~oeab_h;
   assign oeba_l = ~oeab_l;
   assign data_out_sign = state[6];
   assign point_address = {chip_address,point_adr};
   assign ackn = ~state[3];
   assign in_out = state[6];
   assign last_40bit = {28'haaa872a,branch,4'h0,chip_address,point_adr};
endmodule
==> ci_impl_report.md <==
### Flow metrics

| Metric | Value |
|---|---|
| Chip Width | 85 um |
| Unrepaired setup endpoints after global routing | no |
| Final hold vios | 0 |
| Layout cells sized above 1 | 0.0588 |
| Aoi share | 0.0137 |
| Initial drt markers | 22 |
| Avg Cell Area, Syn | 9.24 um2 |
| Initial DRT Pass Iterations | 2 |
| Endpoints left unconstrained | 25 |
| DIE AREA | 0.00723 mm2 |
| Avg WL per Cell | 12.3 um |
| Routability cong. | 0.738 |
| CP max stage cell | clkdlybuf4s50_1 |
| Clock Skew | 0.00248 ns |
| Power Density | 377 mW/mm2 |
| Pwr Total | 481 uW |
| Xor+xnor area frac | 0 |
| Setup bufs post-CTS | 0 |
| Final slew viol count | 0 |
| Crit-path max FO | 9 |
| Post-Synth Simple-Gate Area | 0.220 |
| Cell area after layout | 0.00127 mm2 |
| Fin cells | 186 |
| Maxcap violations | 0 |
| Num rows | 23 |
| Num CTS Buffers | 3 |
| Core ar. | 0.00406 mm2 |
| Setup slack after layout | 0.410 ns |
| Placement Setup Slack | 0.647 ns |
| Post-CTS sizing | 0 |
| Setup crit end kind | primary output |
| Dpl cell area | 0.00123 mm2 |
| GRT overflow | 0 |
| CP peak stage delay | 0.49 ns |
| Yosys stat cell total | 99 |
| Root buffer cell | clkbuf_8 |
| Adder share | 0 |
| Syn. warnings | 1 |
| Number of hold buffers added after cts | 0 |
| Initial antenna violation count | 0 |
| Final Setup Violations | 0 |
| Antenna cells | 0 |
| Worst-path cell chain | inv_1 -> clkdlybuf4s50_1 |
| Worst-path clk slew | 0.04 ns |
| Fin util | 0.314 |
| Worst Setup Start Kind | flop |
| HPWL Detailed | 2030 um |
| Buffers & Inverters on Critical Path | 2 |
| Tmin final | 1.79 ns |
| Hold WC Path Type | flop to flop |
| Setup TNS | 0 ns |
| Routed WL | 2290 um |
| Clock latency (worst-skew pair) | 0.23 ns |
| Antenna Nets Post-Route | 0 |
| Chip Height | 85 um |
| Largest net degree at the start of global routing | 10 |
| Tool warnings | 46 |
| CP arrival | 1.35 ns |
| TritonCTS clock tree | yes |
| Clock Tree Buf Depth | 2 |
| CP delay by family, top | buffers and inverters |
| Yosys cell types | 23 |
| Fmax | 559 MHz |
| Inst Count DP | 182 |
| WS Path Type | flop to primary output |
| All-Layer GR Usage | 0.0576 |
| Count of unclocked register or latch pins | 9 |
| Worst path required time | 1.76 ns |
| Vias per std cell | 3.62 |
| Leakage | 0.565 nW |
| Mux area share | 0 |
| Buffers on Ports | 47 |
| Max VDD drop | 0.000176 V |
| Max H-tree Level | 1 |
| Vias in the first global route | 733 |
| YS chip area | 915 um2 |
| Final period utilization | 0.814 |
| Layout area overhead | 39.4% |
| Ys flops | 18 |
| Netlist Area Pre-Place | 915 um2 |
| Remaining DRCs | 0 |
| Final hold slack | 0.483 ns |
| Boundary Pins | 101 |
| FP Util | 0.225 |
| Cells after Synth | 99 |
| Top logic family | buffers and inverters |
| First-pass GRT wire length | 3520 um |
| Status | finished clean |
| Total number of vias | 673 |
## worst reg2reg max path, stage by stage (launching register included)
cell	delay, ns
dfrtp_1	0.43
nor4_2	0.30
nor3b_2	0.27
and4b_1	0.21
## flip-flops by register name (all words and copies together), names as in the netlist
register,cells
chip_address,3
readout_end,1
point_adr,4
branch,1
trsf_d,1
state,8
## layout by cell type (no fill, tap or decap), drive strengths merged, types with 2 or more instances in the layout
| cell | Yosys | layout |
|---|---|---|
| clkdlybuf4s50 | 0 | 47 |
| conb | 2 | 32 |
| dlxtn | 9 | 9 |
| dfrtp | 8 | 8 |
| nor4 | 7 | 7 |
| nand2 | 6 | 6 |
| nor2 | 4 | 4 |
| clkbuf | 0 | 4 |
| nor3b | 3 | 3 |
| inv | 2 | 2 |
| nor3 | 2 | 2 |
| nand4 | 2 | 2 |
## layout make-up
class                           count  area, um2
Inverter                            2       7.51
Clock buffer                        4       45.0
Tap cell                           50       62.6
Timing Repair Buffer               47        470
Multi-Input combinational cell     65        334
Sequential cell                    18        355
Fill cell                         415       2780
## cells in the mapped netlist
| cell | n | area (um2) |
|---|---|---|
| nor2b_1 | 1 | 6.26 |
| inv_1 | 2 | 7.51 |
| nor4bb_1 | 1 | 10.0 |
| buf_4 | 44 | 330 |
| or2_2 | 1 | 6.26 |
| nand4_1 | 2 | 12.5 |
| nor4_2 | 3 | 37.5 |
| nor3b_1 | 2 | 15.0 |
| nand2_1 | 6 | 22.5 |
| dfrtp_1 | 8 | 200 |
| nor3_1 | 2 | 10.0 |
| dfxtp_1 | 1 | 20.0 |
| o21a_1 | 1 | 7.51 |
| nand2b_1 | 1 | 6.26 |
| nor3b_2 | 1 | 12.5 |
| nand3_1 | 1 | 5.00 |
| nand3b_1 | 1 | 7.51 |
| nor4_1 | 4 | 25.0 |
| dlxtn_1 | 9 | 135 |
| a21oi_1 | 1 | 5.00 |
| nor2_1 | 4 | 15.0 |
| conb_1 | 2 | 7.51 |
| and4b_1 | 1 | 10.0 |
## routing by layer
layer  global-route usage  routed length, um  up-vias
li1                     -                  -      324
met1               0.0647                879      301
met2               0.0988               1090       46
met3               0.0289                297        2
met4              0.00599                 22        0
met5                    0                  0        -
## final timing paths
check | start | end | slack, ns | cells past startpoint
min | trsf_d | state[7] | 0.48 | 2
min reg2reg | trsf_d | state[7] | 0.48 | 2
max reg2reg | state[7] | state[4] | 0.92 | 3
min in group asynchronous | reset | state[1] | 0.49 | 1
max in group asynchronous | reset | state[3] | 1.45 | 1
max | state[6] | oeab_h | 0.41 | 2
## kinds of logic after synthesis
family	after synthesis
AND-OR/OR-AND	2
flip-flops	9
latches	9
AND/OR/NAND/NOR	31
buffers and inverters	46
other	2
## power by group
group          internal (mW)  switching [mW]  total [mW]
Sequential             0.183          0.0118       0.195
Combinational         0.0713          0.0267      0.0980
Clock                  0.126          0.0619       0.188
Total                  0.380           0.100       0.481
No activity file was given, so power comes from the tool's default toggle rates.
